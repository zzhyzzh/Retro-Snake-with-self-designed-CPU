### flow/config.mk
export PLATFORM = sky130hd
export DESIGN_NAME = Regs
export DESIGN_NICKNAME = Regs
export VERILOG_FILES = /design/flow/design.v
export SDC_FILE = /design/flow/constraint.sdc
export NUM_CORES = 4
export LEC_CHECK = 1
export CORE_UTILIZATION = 30
### flow/constraint.sdc
current_design Regs

set clk_period 8.1
set clk_io_pct 0.2

create_clock -name clk0 -period $clk_period [get_ports {clk}]

set non_clock_inputs [all_inputs -no_clocks]
set_input_delay [expr $clk_period * $clk_io_pct] -clock clk0 $non_clock_inputs
set_output_delay [expr $clk_period * $clk_io_pct] -clock clk0 [all_outputs]
### flow/design.v
`timescale 1ns / 1ps
module Regs(
			input clk,rst,L_S,
			input[4:0] R_addr_A, R_addr_B, Wt_addr,
			input[31:0] Wt_data,
			output[31:0] rdata_A,rdata_B
    );
	 reg[31:0] register[1:31];
	 integer i;
	 assign rdata_A = (R_addr_A == 0)?0: register[R_addr_A];
	 assign rdata_B = (R_addr_B == 0)?0: register[R_addr_B];
	 always @(posedge clk or posedge rst)
	   begin if(rst==1) for (i=1;i<32;i=i+1) register[i] <=0;
				else if((Wt_addr!=0) && (L_S==1))
							register[Wt_addr]<=Wt_data;
		end
endmodule
### flow/run.sh
#!/bin/bash
# OpenROAD 26Q1-2900-gdf79404cd8, Yosys 0.63+post, stock flow scripts
make -C /OpenROAD-flow-scripts/flow DESIGN_CONFIG=/design/flow/config.mk WORK_HOME=/design/flow/orfs finish
==> load_flow_metrics.sql <==
-- load yosys + openroad results
INSERT INTO impl_metrics (metric_group, metric, value, unit) VALUES
('outcome', 'run_status', 'completed', ''),
('timing', 'fin_worst_skew', '0', 'ns'),
('floorplanning', 'chipHeight', '408', 'um'),
('worst_setup_path', 'critPathMostFrequentCell', 'clkdlybuf4s50_1', ''),
('clock_network', 'cts.clk_slew.worst_paths', '0.06', 'ns'),
('grt', 'number_of_global_route_vias_before_repair', '42600', ''),
('yosys', 'largest_area_cell', 'dfrtp_1', ''),
('grt', 'grt_use_total', '31.0', '%'),
('worst_setup_path', 'cp_top_family', 'buffers and inverters', ''),
('clock_network', 'cts.hold.buffers_added', '0', ''),
('floorplanning', 'pin_count', '114', ''),
('yosys', 'register_bit_total_from_synthesis', '992', ''),
('timing', 'rsz_0062_raised_after_global_routing', 'no', ''),
('yosys', 'postSynthSeqShare', '50.2', '%'),
('drt', 'remaining_drc_errors', '0', ''),
('yosys', 'syn-mean-instance-area', '11.8', 'um^2'),
('yosys', 'asyncSetResetFlopFracSynth', '100', '%'),
('placed_design', 'port-buffer-count', '113', ''),
('placed_design', 'post_dp_cell_area', '54400', 'um^2'),
('yosys', 'top_cell_area_share', '50.2', '%'),
('timing', 'setup_viol_count_final', '0', ''),
('flow_run', 'warnings', '41', ''),
('yosys', 'synthCells', '4196', ''),
('placed_design', 'dp.final_hpwl', '160', 'mm'),
('worst_setup_path', 'cp-start-kind', 'primary input', ''),
('layout', 'area_delta_synth_final', '17.8', '%'),
('yosys', 'ys.flop_type', 'dfrtp_1', ''),
('clock_network', 'clock_latency', '0.76', 'ns'),
('worst_setup_path', 'critical_setup_path_kind', 'in2out', ''),
('drt', 'detailedRoute.firstIterationViolations', '5668', ''),
('placed_design', 'globalplace.congestion', '1.03', ''),
('pwr', 'p_leak', '24.8', 'nW'),
('floorplanning', 'fp_util', '30.3', '%'),
('worst_setup_path', 'worst_path_max_delay_cell', 'clkdlybuf4s50_1', ''),
('clock_network', 'tritoncts', 'yes', ''),
('clock_network', 'post-cts-setup-buffer-count', '0', ''),
('layout', 'final_layout_size_suffix_gt1_share', '35.7', '%'),
('yosys', 'ys_cells', '4196', ''),
('drt', 'drt-vias-per-instance', '6.62', ''),
('clock_network', 'htree_levels', '3', ''),
('floorplanning', 'die_wd', '408', 'um'),
('yosys', 'synth_cell_type_count', '63', ''),
('layout', 'largest_register', 'register', ''),
('layout', 'finalInstanceArea', '58300', 'um^2'),
('drt', 'routed_wirelength', '255', 'mm'),
('timing', 'setup-tns-final', '0', 'ns'),
('timing', 'maxSlewHeadroom', '22.5', '%'),
('clock_network', 'numCtsBuffers', '108', ''),
('layout', 'reg.largest.list', 'register x992', ''),
('yosys', 'netlist_top_cells_area', 'dfrtp_1 (50%), mux2_2 (22%), a22oi_1 (12%)', ''),
('drt', 'final_antenna_net_count', '0', ''),
('clock_network', 'cts_resized', '0', ''),
('timing', 'layout_min_cycle_time', '7.62', 'ns'),
('grt', 'leftover_overflow_at_the_end_of_global_routing', '0', ''),
('pwr', 'power.density_cell_area', '245', 'nW/um^2'),
('clock_network', 'ctsLongestPathBuffers', '3', ''),
('layout', 'largest_register_ffs', '992', ''),
('grt', 'antenna_found_initial', '9', ''),
('worst_setup_path', 'critical_path_arrival', '6.00', 'ns'),
('worst_setup_path', 'worst-path-buf-inv', '3', ''),
('drt', 'avgRoutedWirePerCell', '38.9', 'um'),
('yosys', 'yosysChipArea', '49500', 'um^2'),
('clock_network', 'clockRootBuffer', 'clkbuf_16', ''),
('flow_run', 'cap_viol_max_count', '0', ''),
('timing', 'hold_slack', '0.531', 'ns'),
('worst_setup_path', 'worstPathCellList', 'clkdlybuf4s50_1 -> nand2_1 -> nor2_4 -> buf_4 -> a22oi_1 -> o21ai_0 -> nor4_1 -> a21oi_1 -> clkdlybuf4s50_1', ''),
('yosys', 'synthesized_cell_area', '49500', 'um^2'),
('worst_setup_path', 'cp-end-kind', 'primary output', ''),
('drt', 'drtPass1Iterations', '9', ''),
('timing', 'hold_viol_final', '0', ''),
('timing', 'worstMarginPinSlew', '1.16', 'ns');
==> routing by layer <==
layer	share of wire [%]	up-vias	GRT usage, %
met4	8.3	12	18.1
met3	17	1307	18.6
li1	-	16300	-
met5	0.053	-	0.287
met1	35	21800	38.7
met2	40	3915	41.3
==> logic make-up after synthesis <==
kind of cell           after synthesis  synth area share [%]
AND/OR/NAND/NOR                    658                  6.71
buffers and inverters              430                  4.01
AND-OR/OR-AND                     1111                  16.2
flip-flops                         992                  50.2
multiplexers                      1005                  22.9
==> layout make-up <==
| type | instances | area (um^2) |
|---|---|---|
| diodes | 9 | 22.5 |
| clock inverters | 55 | 785 |
| clock buffers | 145 | 3090 |
| repair buffers | 395 | 3630 |
| fillers | 15600 | 105000 |
| well taps | 2175 | 2720 |
| multi-input cells | 2774 | 23200 |
| flip-flops and latches | 992 | 24800 |
| inverters | 7 | 30.0 |
==> final timing paths <==
| path | startpoint | endpoint | slack [ns] | depth (start not counted) |
|---|---|---|---|---|
| worst max-delay path | R_addr_B[3] | rdata_B[29] | 0.48 | 9 |
| worst min-delay path | register[6][20] | register[6][20] | 0.53 | 1 |
| worst max register to register | register[4][20] | register[4][20] | 7.14 | 1 |
| worst min register to register | register[6][20] | register[6][20] | 0.53 | 1 |
| max in group asynchronous | rst | register[26][2] | 4.79 | 4 |
| min in group asynchronous | rst | register[21][25] | 1.35 | 2 |
==> cells in the final DEF, fill, tap and decap left out, drive strengths merged, types with 8 or more instances in the layout <==
cell type,count
mux2,997
dfrtp,992
a22oi,788
buf,285
nand2,197
a21oi,165
clkbuf,145
nor2,133
clkdlybuf4s50,110
nand4,100
nor3,72
nand3,63
a222oi,45
clkinv,30
a31oi,23
a221oi,20
nor4,20
o21ai,19
bufinv,18
a22o,17
nand2b,11
and3,11
diode,9
nor2b,9
inv,9
mux2i,8
==> where the power goes <==
part	switching [mW]	internal [mW]
logic	0.930	1.04
registers	0.960	5.92
clock network	2.18	3.25
==> per-stage QoR <==
| step | power (mW) | utilization, % | setup slack, ns | cells |
|---|---|---|---|---|
| 2_1_floorplan | 7.83 | - | -7.19 | 4196 |
| 3_3_place_gp | 8.81 | 33.3 | 0.609 | 6343 |
| 3_5_place_dp | 8.85 | 33.3 | 0.622 | 6343 |
| 4_1_cts | 14.2 | 35.7 | 0.629 | 6543 |
| 5_1_grt | 14.7 | 35.7 | 0.547 | 6543 |
| 6_report | 14.3 | 35.7 | 0.483 | 6552 |
==> synth_stat cells, drive strengths merged, types with 4 or more instances <==
| cell type | n |
|---|---|
| a2111oi | 4 |
| a21oi | 165 |
| a221oi | 20 |
| a222oi | 45 |
| a22o | 17 |
| a22oi | 788 |
| a31oi | 23 |
| a32oi | 7 |
| and2 | 4 |
| and3 | 11 |
| buf | 248 |
| clkbuf | 175 |
| dfrtp | 992 |
| inv | 6 |
| mux2 | 997 |
| mux2i | 8 |
| nand2 | 197 |
| nand2b | 11 |
| nand3 | 63 |
| nand3b | 7 |
| nand4 | 100 |
| nor2 | 133 |
| nor2b | 9 |
| nor3 | 72 |
| nor3b | 5 |
| nor4 | 20 |
| o211ai | 7 |
| o21ai | 19 |
| or3 | 6 |
| or3b | 6 |
No activity file was given, so power comes from the tool's default toggle rates.
