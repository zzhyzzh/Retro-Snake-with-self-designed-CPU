==> constraint.sdc <==
current_design FruitReg

set clk_period 3.5
set clk_io_pct 0.2

create_clock -name clk0 -period $clk_period [get_ports {clk}]

set non_clock_inputs [all_inputs -no_clocks]
set_input_delay [expr $clk_period * $clk_io_pct] -clock clk0 $non_clock_inputs
set_output_delay [expr $clk_period * $clk_io_pct] -clock clk0 [all_outputs]
==> config.mk <==
export PLATFORM = sky130hd
export DESIGN_NAME = FruitReg
export DESIGN_NICKNAME = FruitReg
export VERILOG_FILES = /design/flow/design.v
export SDC_FILE = /design/flow/constraint.sdc
export NUM_CORES = 4
export LEC_CHECK = 1
export CORE_AREA = 10 10 70 70
export DIE_AREA = 0 0 80 80
==> design.v <==
`timescale 1ns / 1ps
module FruitReg(input clk,rst,L_S,
					input[4:0]fruit_addr,
					output [31:0]fruit_next);
	 reg [9:0] fruitOrder [0:30];
	 reg [4:0] count;
	always @(posedge clk)
	begin 
		if(rst) 
		begin 
			count <= 0;
			fruitOrder[0] <= 10'b110010001;
			fruitOrder[1] <= 10'b110000100;
			fruitOrder[2] <= 10'b101000110;
			fruitOrder[3] <= 10'b000110000;
			fruitOrder[4] <= 10'b010001000;
			fruitOrder[5] <= 10'b110100101;
			fruitOrder[6] <= 10'b100001000;
			fruitOrder[7] <= 10'b010110011;
			fruitOrder[8] <= 10'b010001010;
			fruitOrder[9] <= 10'b010100000;
			fruitOrder[10] <= 10'b100110000;
			fruitOrder[11] <= 10'b100001010;
			fruitOrder[12] <= 10'b001001000;
			fruitOrder[13] <= 10'b001000011;
			fruitOrder[14] <= 10'b101000111;
			fruitOrder[15] <= 10'b111000110;
			fruitOrder[16] <= 10'b100100100;
			fruitOrder[17] <= 10'b001101001;
			fruitOrder[18] <= 10'b011110000;
			fruitOrder[19] <= 10'b010101001;
			fruitOrder[20] <= 10'b001100110;
			fruitOrder[21] <= 10'b011001100;
			fruitOrder[22] <= 10'b100100110;
			fruitOrder[23] <= 10'b101000101;
			fruitOrder[24] <= 10'b111000101;
			fruitOrder[25] <= 10'b000000010;
			fruitOrder[26] <= 10'b000100111;
			fruitOrder[27] <= 10'b001000111;
			fruitOrder[28] <= 10'b110100001;
			fruitOrder[29] <= 10'b001010000;
			fruitOrder[30] <= 10'b110010001;
		end
	end
	assign fruit_next = {fruitOrder[fruit_addr],4'b0000};	
endmodule
==> run.sh <==
#!/bin/bash
# OpenROAD 26Q1-2900-gdf79404cd8, Yosys 0.63+post, stock flow scripts
make -C /OpenROAD-flow-scripts/flow DESIGN_CONFIG=/design/flow/config.mk WORK_HOME=/design/flow/orfs finish
==> GITHUB_STEP_SUMMARY <==
## PnR job results

| Metric | Value |
|---|---|
| Worst hold margin | 2.55 ns |
| Post-cts hold buffer count | 0 |
| Core area | 0.00342 sq mm |
| Crit path from | fruit_addr[4] |
| Antenna violations before repair | 0 |
| Worst Setup End Kind | primary output |
| Log Warnings | 30 |
| Rows | 21 |
| Worst setup slack after layout | 0.232 ns |
| Fillers | 410 |
| Final min period | 3.27 ns |
| Main area contributors | buf_4 28%, o21ai_0 9.5%, a21oi_1 5.1%, nand2_1 4.9%, nand2b_1 4.6% |
| Drt pass-1 iters | 4 |
| Worst slack at placement | 0.206 ns |
| First-pass GRT wire length | 3150 um |
| Startpoint Class | input port |
| Status | finished, final reports clean |
| Pwr per Cell Area | 116 mW/mm^2 |
| Layout area overhead | 20.3% |
| Peak Freq | 306 MHz |
| Vias in the first global route | 694 |
| DIE WIDTH | 80 um |
| Hold_sp | fruit_addr[1] |
| Setup-failing EPs final | 0 |
| Ys Warns | 2 |
| Largest net degree at the start of global routing | 26 |
| Chip Area, Yosys | 686 sq um |
| DR vias/cell | 4.19 |
| Final ANT Viol Nets | 0 |
| Max-slew violations | 0 |
| Worst-path fanout max | 6 |
| Cell area after synthesis | 686 sq um |
| Arrival @ worst endpoint | 2.57 ns |
| Setup_tns | 0 ns |
| Worst VDD drop | 52.2 uV |
| Ports | 40 |
| CP Data Required Time | 2.80 ns |
| Layout cells sized above 1 | 10.4% |
| Via count | 717 |
| Antenna cells | 0 |
| CTS resizes | 0 |
| Seq_cells | 0 |
| Crit path capture | fruit_next[8] |
| Top cell area share | 28.5% |
| Clock buffers | 0 |
| Worst hold-check path type | in2out |
| Routed len/inst | 10.8 um |
| Setup bufs post-CTS | 0 |
| Reg area | 0 sq um |
| Syn Inst Count | 111 |
| Initial DRC Count | 35 |
| # Cells Yosys | 111 |
| Pre-Place Util | 20.1% |
| Crit path kind | in2out |
| Final Hold Vio Count | 0 |
| Distinct lib cells | 30 |
| Port Buffers | 14 |
| RSZ-0062 raised after global routing | no |
| Syn avg cell area | 6.18 sq um |
| MaxCap Viol Count | 0 |
| GRT overflow | 0 |
| Final WL | 1850 um |
| GRT Total Usage | 5.61% |
| Fin crit share | 93.4% |
| Fin util | 24.1% |
| Placer congestion estimate | 0.812 |
| DRC violations left | 0 |
| Die H | 80 um |
| Logic area | 517 sq um |
| Leak | 0.000361 uW |
| Top cell type by total area after synthesis | buf_4 |
| Synth Seq Share | 0% |
| Chip area | 0.00640 sq mm |
| DPL Wire Length | 1520 um |
-- cell type report --
| class | count | area share, % |
|---|---|---|
| Tap cell | 46 | 6.98 |
| Inverter | 4 | 1.82 |
| Timing Repair Buffer | 25 | 28.5 |
| Multi-Input combinational cell | 96 | 62.7 |
-- synthesized netlist by cell type --
master,count
or3_1,1
o21a_1,1
a41o_1,1
o21bai_1,1
nand2b_1,5
buf_4,26
o21ai_0,13
o211ai_1,2
a32oi_1,2
mux2_2,1
conb_1,1
nor2b_1,5
buf_6,1
a221oi_2,1
o22ai_1,1
nor2_1,7
nand3_1,4
a22oi_1,1
buf_2,6
a31oi_1,1
a221oi_1,1
nor3_1,3
mux2i_1,1
nand4_1,1
xnor2_1,1
inv_1,4
a221o_1,2
a211o_1,1
a21oi_1,7
nand2_1,9
-- power breakdown --
| part | leakage (uW) | internal [uW] | switching [uW] |
|---|---|---|---|
| logic | 0.000361 | 52.7 | 42.7 |
| clock network | 0 | 0 | 0 |
| registers | 0 | 0 | 0 |
| total | 0.000361 | 52.7 | 42.7 |
-- cells in the final DEF, fill, tap and decap left out, types with 2 or more instances in the layout --
master           Yosys  routed
conb_1               1      23
clkdlybuf4s50_1      0      14
o21ai_0             13      13
buf_4               26      10
nand2_1              9       9
nor2_1               7       7
a21oi_1              7       7
nor2b_1              5       5
nand2b_1             5       5
inv_1                4       4
nand3_1              4       4
nor3_1               3       3
a32oi_1              2       2
a221o_1              2       2
o211ai_1             2       2
-- per-layer routing --
layer  GRT usage, %  part of all wire, %  wire length (um)  up-vias
met3          0.909                  5.4               100        0
li1               -                    -                 -      377
met2           8.75                   44               813       28
met1           8.31                   51               939      312
met5              0                    0                 0        -
met4              0                    0                 0        0
-- stage by stage --
stage,instances,total power (uW),area [sq um]
after floorplan,133,69.2,768
after global placement,171,97.7,825
after detailed placement,171,97.3,825
after CTS,171,97.6,825
after global routing,171,108,825
final,171,95.5,825
-- worst min-delay path by stage --
stage,slack (ns),endpoint,cells past startpoint
6_report,2.55,fruit_next[12],4
5_1_grt,2.59,fruit_next[12],4
4_1_cts,2.56,fruit_next[12],4
-- cells by family after synthesis --
family                    count (synthesis)  synth area share (%)
buffers and inverters                    37                  36.7
and+or+nand+nor                          35                  24.8
muxes                                     2                  3.10
other                                     1                 0.547
xor gates and xnor gates                  1                  1.28
AOI/OAI and AO/OA                        35                  33.6
-- worst max-delay path: stages --
cell	delay, ns
clkdlybuf4s50_1	0.50
buf_4	0.20
xnor2_1	0.14
mux2_2	0.29
a221oi_2	0.27
a21oi_1	0.06
clkdlybuf4s50_1	0.41
No activity file was given, so power comes from the tool's default toggle rates.
